`design/flow/run.sh`:
```
#!/bin/bash
# OpenROAD 26Q1-2900-gdf79404cd8, Yosys 0.63+post, stock flow scripts
make -C /OpenROAD-flow-scripts/flow DESIGN_CONFIG=/design/flow/config.mk WORK_HOME=/design/flow/orfs finish
```
`design/flow/design.v`:
```
module RegisterFile(clk, rst, SrcReg1, SrcReg2, DstReg, WriteReg, DstData, SrcData1, SrcData2);
	input clk, rst;
	input [3:0] SrcReg1, SrcReg2, DstReg;	 
	input WriteReg;							 
	input [15:0] DstData;					 
	inout [15:0] SrcData1, SrcData2;		 
	wire [15:0] readline1, readline2, writeline;	 
	wire [15:0] readFromReg1, readFromReg2;			 
	assign SrcData1 = (SrcReg1 == DstReg && WriteReg) ? DstData : readFromReg1;
	assign SrcData2 = (SrcReg2 == DstReg && WriteReg) ? DstData : readFromReg2;
	WriteDecoder_4_16 writer(.RegId(DstReg), .WriteReg(WriteReg), .Wordline(writeline));
	ReadDecoder_4_16 reader1(.RegId(SrcReg1), .Wordline(readline1));
	ReadDecoder_4_16 reader2(.RegId(SrcReg2), .Wordline(readline2));
	Register reg0(.clk(clk), .rst(rst), .D(DstData), .WriteReg(1'b0), .ReadEnable1(readline1[0]), .ReadEnable2(readline2[0]), .Bitline1(readFromReg1), .Bitline2(readFromReg2));
	Register reg1(.clk(clk), .rst(rst), .D(DstData), .WriteReg(writeline[1]), .ReadEnable1(readline1[1]), .ReadEnable2(readline2[1]), .Bitline1(readFromReg1), .Bitline2(readFromReg2));
	Register reg2(.clk(clk), .rst(rst), .D(DstData), .WriteReg(writeline[2]), .ReadEnable1(readline1[2]), .ReadEnable2(readline2[2]), .Bitline1(readFromReg1), .Bitline2(readFromReg2));
	Register reg3(.clk(clk), .rst(rst), .D(DstData), .WriteReg(writeline[3]), .ReadEnable1(readline1[3]), .ReadEnable2(readline2[3]), .Bitline1(readFromReg1), .Bitline2(readFromReg2));
	Register reg4(.clk(clk), .rst(rst), .D(DstData), .WriteReg(writeline[4]), .ReadEnable1(readline1[4]), .ReadEnable2(readline2[4]), .Bitline1(readFromReg1), .Bitline2(readFromReg2));
	Register reg5(.clk(clk), .rst(rst), .D(DstData), .WriteReg(writeline[5]), .ReadEnable1(readline1[5]), .ReadEnable2(readline2[5]), .Bitline1(readFromReg1), .Bitline2(readFromReg2));
	Register reg6(.clk(clk), .rst(rst), .D(DstData), .WriteReg(writeline[6]), .ReadEnable1(readline1[6]), .ReadEnable2(readline2[6]), .Bitline1(readFromReg1), .Bitline2(readFromReg2));
	Register reg7(.clk(clk), .rst(rst), .D(DstData), .WriteReg(writeline[7]), .ReadEnable1(readline1[7]), .ReadEnable2(readline2[7]), .Bitline1(readFromReg1), .Bitline2(readFromReg2));
	Register reg8(.clk(clk), .rst(rst), .D(DstData), .WriteReg(writeline[8]), .ReadEnable1(readline1[8]), .ReadEnable2(readline2[8]), .Bitline1(readFromReg1), .Bitline2(readFromReg2));
	Register reg9(.clk(clk), .rst(rst), .D(DstData), .WriteReg(writeline[9]), .ReadEnable1(readline1[9]), .ReadEnable2(readline2[9]), .Bitline1(readFromReg1), .Bitline2(readFromReg2));
	Register regA(.clk(clk), .rst(rst), .D(DstData), .WriteReg(writeline[10]), .ReadEnable1(readline1[10]), .ReadEnable2(readline2[10]), .Bitline1(readFromReg1), .Bitline2(readFromReg2));
	Register regB(.clk(clk), .rst(rst), .D(DstData), .WriteReg(writeline[11]), .ReadEnable1(readline1[11]), .ReadEnable2(readline2[11]), .Bitline1(readFromReg1), .Bitline2(readFromReg2));
	Register regC(.clk(clk), .rst(rst), .D(DstData), .WriteReg(writeline[12]), .ReadEnable1(readline1[12]), .ReadEnable2(readline2[12]), .Bitline1(readFromReg1), .Bitline2(readFromReg2));
	Register regD(.clk(clk), .rst(rst), .D(DstData), .WriteReg(writeline[13]), .ReadEnable1(readline1[13]), .ReadEnable2(readline2[13]), .Bitline1(readFromReg1), .Bitline2(readFromReg2));
	Register regE(.clk(clk), .rst(rst), .D(DstData), .WriteReg(writeline[14]), .ReadEnable1(readline1[14]), .ReadEnable2(readline2[14]), .Bitline1(readFromReg1), .Bitline2(readFromReg2));
	Register regF(.clk(clk), .rst(rst), .D(DstData), .WriteReg(writeline[15]), .ReadEnable1(readline1[15]), .ReadEnable2(readline2[15]), .Bitline1(readFromReg1), .Bitline2(readFromReg2));
endmodule
module Register(clk, rst, D, WriteReg, ReadEnable1, ReadEnable2, Bitline1, Bitline2);
	input clk, rst;
	input [15:0] D;									 
	input WriteReg, ReadEnable1, ReadEnable2;		 
	inout [15:0] Bitline1, Bitline2;				 
	BitCell bit0(.clk(clk), .rst(rst), .D(D[0]), .WriteEnable(WriteReg), .ReadEnable1(ReadEnable1), .ReadEnable2(ReadEnable2), .Bitline1(Bitline1[0]), .Bitline2(Bitline2[0]));
	BitCell bit1(.clk(clk), .rst(rst), .D(D[1]), .WriteEnable(WriteReg), .ReadEnable1(ReadEnable1), .ReadEnable2(ReadEnable2), .Bitline1(Bitline1[1]), .Bitline2(Bitline2[1]));
	BitCell bit2(.clk(clk), .rst(rst), .D(D[2]), .WriteEnable(WriteReg), .ReadEnable1(ReadEnable1), .ReadEnable2(ReadEnable2), .Bitline1(Bitline1[2]), .Bitline2(Bitline2[2]));
	BitCell bit3(.clk(clk), .rst(rst), .D(D[3]), .WriteEnable(WriteReg), .ReadEnable1(ReadEnable1), .ReadEnable2(ReadEnable2), .Bitline1(Bitline1[3]), .Bitline2(Bitline2[3]));
	BitCell bit4(.clk(clk), .rst(rst), .D(D[4]), .WriteEnable(WriteReg), .ReadEnable1(ReadEnable1), .ReadEnable2(ReadEnable2), .Bitline1(Bitline1[4]), .Bitline2(Bitline2[4]));
	BitCell bit5(.clk(clk), .rst(rst), .D(D[5]), .WriteEnable(WriteReg), .ReadEnable1(ReadEnable1), .ReadEnable2(ReadEnable2), .Bitline1(Bitline1[5]), .Bitline2(Bitline2[5]));
	BitCell bit6(.clk(clk), .rst(rst), .D(D[6]), .WriteEnable(WriteReg), .ReadEnable1(ReadEnable1), .ReadEnable2(ReadEnable2), .Bitline1(Bitline1[6]), .Bitline2(Bitline2[6]));
	BitCell bit7(.clk(clk), .rst(rst), .D(D[7]), .WriteEnable(WriteReg), .ReadEnable1(ReadEnable1), .ReadEnable2(ReadEnable2), .Bitline1(Bitline1[7]), .Bitline2(Bitline2[7]));
	BitCell bit8(.clk(clk), .rst(rst), .D(D[8]), .WriteEnable(WriteReg), .ReadEnable1(ReadEnable1), .ReadEnable2(ReadEnable2), .Bitline1(Bitline1[8]), .Bitline2(Bitline2[8]));
	BitCell bit9(.clk(clk), .rst(rst), .D(D[9]), .WriteEnable(WriteReg), .ReadEnable1(ReadEnable1), .ReadEnable2(ReadEnable2), .Bitline1(Bitline1[9]), .Bitline2(Bitline2[9]));
	BitCell bitA(.clk(clk), .rst(rst), .D(D[10]), .WriteEnable(WriteReg), .ReadEnable1(ReadEnable1), .ReadEnable2(ReadEnable2), .Bitline1(Bitline1[10]), .Bitline2(Bitline2[10]));
	BitCell bitB(.clk(clk), .rst(rst), .D(D[11]), .WriteEnable(WriteReg), .ReadEnable1(ReadEnable1), .ReadEnable2(ReadEnable2), .Bitline1(Bitline1[11]), .Bitline2(Bitline2[11]));
	BitCell bitC(.clk(clk), .rst(rst), .D(D[12]), .WriteEnable(WriteReg), .ReadEnable1(ReadEnable1), .ReadEnable2(ReadEnable2), .Bitline1(Bitline1[12]), .Bitline2(Bitline2[12]));
	BitCell bitD(.clk(clk), .rst(rst), .D(D[13]), .WriteEnable(WriteReg), .ReadEnable1(ReadEnable1), .ReadEnable2(ReadEnable2), .Bitline1(Bitline1[13]), .Bitline2(Bitline2[13]));
	BitCell bitE(.clk(clk), .rst(rst), .D(D[14]), .WriteEnable(WriteReg), .ReadEnable1(ReadEnable1), .ReadEnable2(ReadEnable2), .Bitline1(Bitline1[14]), .Bitline2(Bitline2[14]));
	BitCell bitF(.clk(clk), .rst(rst), .D(D[15]), .WriteEnable(WriteReg), .ReadEnable1(ReadEnable1), .ReadEnable2(ReadEnable2), .Bitline1(Bitline1[15]), .Bitline2(Bitline2[15]));
endmodule
module ReadDecoder_4_16(RegId, Wordline);
	input [3:0] RegId;
	output [15:0] Wordline;
	assign Wordline = (RegId == 4'h0) ? 16'h0001 :
					  (RegId == 4'h1) ? 16'h0002 :
					  (RegId == 4'h2) ? 16'h0004 :
					  (RegId == 4'h3) ? 16'h0008 :
					  (RegId == 4'h4) ? 16'h0010 :
					  (RegId == 4'h5) ? 16'h0020 :
					  (RegId == 4'h6) ? 16'h0040 :
					  (RegId == 4'h7) ? 16'h0080 :
					  (RegId == 4'h8) ? 16'h0100 :
					  (RegId == 4'h9) ? 16'h0200 :
					  (RegId == 4'hA) ? 16'h0400 :
					  (RegId == 4'hB) ? 16'h0800 :
					  (RegId == 4'hC) ? 16'h1000 :
					  (RegId == 4'hD) ? 16'h2000 :
					  (RegId == 4'hE) ? 16'h4000 :
										16'h8000;
endmodule										
module WriteDecoder_4_16(RegId, WriteReg, Wordline);
	input [3:0] RegId;
	input WriteReg;
	output [15:0] Wordline;
	assign Wordline = !WriteReg ? 16'h000 :
					(RegId == 4'h0) ? 16'h0001 :
					(RegId == 4'h1) ? 16'h0002 :
					(RegId == 4'h2) ? 16'h0004 :
					(RegId == 4'h3) ? 16'h0008 :
					(RegId == 4'h4) ? 16'h0010 :
					(RegId == 4'h5) ? 16'h0020 :
					(RegId == 4'h6) ? 16'h0040 :
					(RegId == 4'h7) ? 16'h0080 :
					(RegId == 4'h8) ? 16'h0100 :
					(RegId == 4'h9) ? 16'h0200 :
					(RegId == 4'hA) ? 16'h0400 :
					(RegId == 4'hB) ? 16'h0800 :
					(RegId == 4'hC) ? 16'h1000 :
					(RegId == 4'hD) ? 16'h2000 :
					(RegId == 4'hE) ? 16'h4000 :
									  16'h8000;
endmodule
module BitCell(clk, rst, D, WriteEnable, ReadEnable1, ReadEnable2, Bitline1, Bitline2);
	input clk, rst;
	input D;										 
	input WriteEnable, ReadEnable1, ReadEnable2;	 
	inout Bitline1, Bitline2;
	wire q;
	dff	Flop(.q(q), .d(D), .wen(WriteEnable), .clk(clk), .rst(rst));
	assign Bitline1 = ReadEnable1 ? q : 1'bz;
	assign Bitline2 = ReadEnable2 ? q : 1'bz;
endmodule
module dff (q, d, wen, clk, rst);
    output         q;  
    input          d;  
    input 	   wen;  
    input          clk;  
    input          rst;  
    reg            state;
    assign q = state;
    always @(posedge clk) begin
      state = rst ? 0 : (wen ? d : state);
    end
endmodule
```
`design/flow/constraint.sdc`:
```
current_design RegisterFile

set clk_period 2.2
set clk_io_pct 0.2

create_clock -name clk0 -period $clk_period [get_ports {clk}]

set non_clock_inputs [all_inputs -no_clocks]
set_input_delay [expr $clk_period * $clk_io_pct] -clock clk0 $non_clock_inputs
set_output_delay [expr $clk_period * $clk_io_pct] -clock clk0 [all_outputs]
```
`design/flow/config.mk`:
```
export PLATFORM = sky130hd
export DESIGN_NAME = RegisterFile
export DESIGN_NICKNAME = RegisterFile
export VERILOG_FILES = /design/flow/design.v
export SDC_FILE = /design/flow/constraint.sdc
export NUM_CORES = 4
export LEC_CHECK = 1
export CORE_AREA = 10 10 71 71
export DIE_AREA = 0 0 81 81
```
==> changes_impl.md <==
## Implementation

* Synth top cell by count: nand3_1
* Grt met1 use at 8.03%
* Initial antenna violation count at 0
* # Cells Yosys at 82
* Post-route DRC at 0
* Overall routing resource usage at 7.26%
* Port Buffer Count at 29
* FFs & Latches at 0
* Vias per cell at 4.26
* Crit. End Element: output pin
* GP Congestion at 0.746
* Register area share after synthesis at 0%
* Static leakage at 0.322 nW
* Cell area leaders: nor3_2 (18%), nand3_1 (17%), nand2_1 (12%), nor2_1 (12%), xnor2_2 (6.3%)
* Congestion Overflow GR at 0
* FP Rows at 22
* Basic Gates by Area at 66.4%
* FP Util at 14.2%
* Area leader share at 17.5%
* Mux area share at 0%
* Worst Hold Launch: DstData[3]
* Crit Path Class: input pin to output pin
* Synth cell types at 16
* CP cell instances: clkdlybuf4s50_1, xor2_1, a211o_4, nor3_2
* Least-Margin Pin Slew at 0.260 ns
* Largest stage delay, worst path at 0.43 ns
* Mapped Area at 514 um^2
* Worst-path fanout max at 16
* CLK BUF at 0
* Detailed Route WL at approximately 2.5 mm
* Top cells by count, synth: nand3_1 (17), nand2_1 (16), nor2_1 (16), nor3_2 (9), nor3_1 (6)
* Power Density at 211 nW/um^2
* Fill cells at 414
* Worst endpoint required time at 1.76 ns
* Post-route ant nets at 0
* RSZ-0062 raised after global routing: true
* Ports at between 60 and 70
* Layout cells sized above 1 at 22.4%
* Die Ht at 81 um
* Final worst slack at 0.0341 ns
* Top logic family: simple AND/OR/NAND/NOR gates
* Largest area contributor in the netlist: nor3_2
* Final Cycle Share at 98.4%
* Flop area at 0 um^2
* First-pass GRT wire length at about 3.8 mm
* Yosys xor share at 14.8%
* Setup TNS at 0 ns
* Hold endpoint: SrcData1[3]
* # hold bufs at CTS at 0
* Largest net degree at the start of global routing at 17
* Average wire per standard cell at 15.2 um
* Number of global-route vias before repair at 756
* Crit start category: input pin
* Slowest stage cell, crit path: clkdlybuf4s50_1
* Power consumption at 198 uW
* Run status: finished clean
* Synth Area per Inst at 6.27 um^2
* Synthesis-to-layout area growth at 82.7%
* Complex Gates by Area at 5.11%
* DPL Wire Length at 2.08 mm
* Slew HR at 82.7%
* # setup viols final at 0
* Worst hold stages at 3
* Core area at 3630 um^2
* TritonRoute pass-1 iters at 4
* WP data arrival at between 1.5 and 2 ns
* Post-Syn Instances at 82
* Most Crowded Layer GR: met2
* Drt initial violations at 22
* Met3 Usage GRT at 3.45%
* Grt met2 use at a little over an eighth
* Achievable Freq at between 400 and 500 MHz
* Max Slew Vio Count at 0
* Die ar. at 6560 um^2
* Min-delay worst type: input pin to output pin
* Fin crit period at 2.17 ns
* Max_cap viols at 0
* Diode count at 0
* Adder Area Share at 0%
* Routed via count at 698
* Dpl ws at -0.165 ns
* Final count of hold timing violations at 0
* Syn. warnings at 35
* Yosys stat area at 514 um^2
* Max IR drop VDD at 0.108 mV
* DIE WIDTH at about 81 um
* Log Warnings at 30
[routing by layer]
layer / up-vias / share of wire, %
met2: 37 / 49
met3: 0 / 13
li1: 347 / -
met4: 0 / 0
met1: 314 / 38
met5: - / 0
[layout make-up]
class              count  area (um^2)  share of cell area (%)
well taps             48         60.1                    6.39
inverters              1         3.75                   0.399
repair buffers        41          420                    44.7
multi-input cells     74          455                    48.5
[power breakdown]
part	leakage, nW	internal (mW)	switching (mW)
Sequential	0	0	0
Clock	0	0	0
Combinational	0.322	0.106	0.0918
[how the worst max path moves through the flow]
stage,startpoint,endpoint,slack [ns],depth (start not counted)
CTS,DstReg[3],SrcData1[8],0.02,4
global route,DstReg[3],SrcData1[8],-0.02,4
finish,DstReg[3],SrcData1[8],0.03,4
[logic make-up (layout without fill, tap and decap cells)]
logic type / Yosys count / after routing
XOR/XNOR: 7 / 7
AND/OR/NAND/NOR: 65 / 65
AND-OR/OR-AND: 2 / 2
buffers and inverters: 8 / 42
[worst max-delay path: cells and delay by family]
family | cells | cell delay (ns)
simple gates | 1 | 0.24
xor+xnor | 1 | 0.18
buf+inv | 1 | 0.43
compound gates | 1 | 0.43
[cells in the final DEF (no fill, tap or decap)]
master            n
nor3_2            9
xor2_1            2
o21ai_2           1
nor2_1           16
xnor2_1           3
xnor2_4           1
clkdlybuf4s50_1  28
xnor2_2           1
dlymetal6s2s_1    1
buf_12            3
nor3_1            6
buf_4             9
nand2_1          16
nand3_1          17
a211o_4           1
inv_1             1
nor3_4            1
[timing repair]
| action | CTS | global route |
|---|---|---|
| setup buffers | 0 | 2 |
| gates resized | 1 | 1 |
| endpoints found under the setup margin | 16 | 17 |
| gates cloned | 0 | 0 |
| pin swaps | 0 | 1 |
[stage by stage]
stage	cell area [um^2]	util [%]	cells	hold slack [ns]
3_3_place_gp	898	24.7	162	1.40
5_1_grt	940	25.9	164	1.42
3_5_place_dp	898	24.7	162	1.40
4_1_cts	910	25.0	162	1.40
6_report	940	25.9	164	1.40
2_1_floorplan	514	-	82	0.938
Power is estimated from default activity; no workload was simulated.
